## config.mk

```make
export PLATFORM = sky130hd
export DESIGN_NAME = three_bit_counter
export DESIGN_NICKNAME = three_bit_counter
export VERILOG_FILES = /design/flow/design.v
export SDC_FILE = /design/flow/constraint.sdc
export NUM_CORES = 4
export LEC_CHECK = 1
export CORE_AREA = 10 10 70 70
export DIE_AREA = 0 0 80 80
```

## constraint.sdc

```tcl
current_design three_bit_counter

set clk_period 1.6
set clk_io_pct 0.2

create_clock -name clk0 -period $clk_period [get_ports {clk}]

set non_clock_inputs [all_inputs -no_clocks]
set_input_delay [expr $clk_period * $clk_io_pct] -clock clk0 $non_clock_inputs
set_output_delay [expr $clk_period * $clk_io_pct] -clock clk0 [all_outputs]
```

## design.v

```verilog
`timescale 1ns / 1ps
module JK_FF(
    input j,
    input k,
    input clk,
	 input clear,
	 input preset,
    output q,
    output q_not
    );
	assign q_not = ~q;
	reg q;
	always @(posedge clk) begin
		if(clear) 
			q = 0;
		else
			if(preset)
				q = 1;
			else
				case({j,k})
					0: q = q;
					1: q = 0;
					2: q = 1;
					3: q = ~q;
				endcase
	end
endmodule
`timescale 1ns / 1ps
module three_bit_counter(
    input enable,
    input mode,
	 input clk,
	 input clear,
	 input preset,
	 input [2:0] load,
    output [2:0] out
    );
	wire ja,ka,jb,kb,jc,kc,
		  not2,not1,not0,notmode,notenable,
		  notload2,notload1,notload0,
		  wja0,wja1,wka0,wka1,
		  wjb0,wjb1,wjb2,wjb3,wkb0,wkb1,wkb2,wkb3,
		  wjc0,wjc1,wjc2,wjc3,wjc4,wkc0,wkc1,wkc2,wkc3,wkc4;
	not gnot0(notload0,load[0]),
		 gnot1(notload1,load[1]),
		 gnot2(notload2,load[2]),
		 gnot3(notmode,mode),
		 gnot4(notenable,enable);
	and and_ja0(wja0,out[1],out[0],enable,mode),
		 and_lja(wja1,notenable,mode,load[2]),
		 and_ka0(wka0,not1,not0,enable,notmode),
		 and_lka(wka1,notenable,mode,notload2),
		 and_jb0(wjb0,out[0],enable,mode),
		 and_jb1(wjb1,out[2],not0,enable,notmode),
		 and_ljb(wjb2,notenable,mode,load[1]),
		 and_kb0(wkb0,not2,out[0],enable,mode),
		 and_kb1(wkb1,not0,enable,notmode),
		 and_lkb(wkb2,notenable,mode,notload1),
		 and_jc0(wjc0,enable,mode),
		 and_jc1(wjc1,out[2],enable),
		 and_jc2(wjc2,out[1],enable),
		 and_ljc(wjc3,notenable,mode,load[0]),
		 and_kc0(wkc0,enable,not2),
		 and_kc1(wkc1,enable,notmode),
		 and_kc2(wkc2,enable,not1),
		 and_lkc(wkc3,notenable,mode,notload0);
	or or_loadja(ja,wja0,wja1),
		or_loadka(ka,wka0,wka1),
		or_loadjb(jb,wjb0,wjb1,wjb2),
		or_loadkb(kb,wkb0,wkb1,wkb2),
		or_loadjc(jc,wjc0,wjc1,wjc2,wjc3),
		or_loadkc(kc,wkc0,wkc1,wkc2,wkc3);
	JK_FF jka(ja,ka,clk,clear,preset,out[2],not2),
			jkb(jb,kb,clk,clear,preset,out[1],not1),
			jkc(jc,kc,clk,clear,preset,out[0],not0);
endmodule
```

## run.sh

```bash
#!/bin/bash
# OpenROAD 26Q1-2900-gdf79404cd8, Yosys 0.63+post, stock flow scripts
make -C /OpenROAD-flow-scripts/flow DESIGN_CONFIG=/design/flow/config.mk WORK_HOME=/design/flow/orfs finish
```

==> results.sh <==
# source this file to load flow results
export IMPL_vias=260
export IMPL_grt_overflow_total=0
export IMPL_antenna_found_initial=0
export IMPL_viasPerCell=2.99
export IMPL_maxCapViolCount=0
export IMPL_crit_path_end_kind="primary output"
export IMPL_logic_family="AND-OR/OR-AND gates"
export IMPL_top_cells_by_count="3 x buf_4, 3 x dfxtp_1, 3 x nor2b_1"
export IMPL_path_buffers=1
export IMPL_ys_ff=3
export IMPL_p_sw_uw=77.6
export IMPL_utilization=0.124
export IMPL_fp_dieW_um=80
export IMPL_avgSynthCellArea_um2=8.76
export IMPL_netlist_area_um2=263
export IMPL_worstSetupPathType="flip-flop to primary output"
export IMPL_portBuffers=10
export IMPL_yosys_warnings=1
export IMPL_top_cell_area_share=0.229
export IMPL_syn2layout_area_growth_pct=61.4
export IMPL_final_layout_size_suffix_gt1_frac=0.195
export IMPL_place_congestion=0.778
export IMPL_worst_slack_ns=0.0717
export IMPL_critPathLaunch="jka.q"
export IMPL_first_global_vias=269
export IMPL_arrival_ns=1.21
export IMPL_rrSetupSlack_ns=0.40
export IMPL_max_freq_ghz=0.654
export IMPL_hold_viol=0
export IMPL_fin_crit_sh=0.955
export IMPL_fp_utilization=0.0769
export IMPL_cts_htree_levels=1
export IMPL_max_stage_delay_ns=0.52
export IMPL_cts_buffer_depth=2
export IMPL_relSlewSlack=0.710
export IMPL_ios=11
export IMPL_crit_path_end="out[2]"
export IMPL_required_ns=1.28
export IMPL_setup_viol=0
export IMPL_skew_ns=0.00144
export IMPL_cts_root_buf="clkbuf_4"
export IMPL_grt_max_degree=11
export IMPL_rows=21
export IMPL_synth_async_sr_flop_share=0
export IMPL_start_kind="flip-flop"
export IMPL_die_h_um=80
export IMPL_grt_use_total=0.0259
export IMPL_min_period_ns=1.53
export IMPL_worstMarginPinSlew_ns=0.423
export IMPL_vdd_ir_drop_max_mv=0.234
export IMPL_finalNonFillerCells=87
export IMPL_firstDrtPassIters=4
export IMPL_r2r_end="jka.q"
export IMPL_hpwl_um=625
export IMPL_switching_share=0.254
export IMPL_yosys_area_share_simple=0.295
export IMPL_cpLargestDelayFamily="buffers and inverters"
export IMPL_drt_wl_total_um=801
export IMPL_worstPathMaxFanout=7
export IMPL_n_antenna_cell=0
export IMPL_drcViolationCount=0
export IMPL_mux_share=0
export IMPL_finalInstanceArea_um2=424
export IMPL_rsz0062_at_grt="no"
export IMPL_nFillCells=396
export IMPL_cts_sinks=3
export IMPL_aoi_share=0.314
export IMPL_path_clk_slew_ns=0.04
export IMPL_cts_tree="built"
export IMPL_ys_seq_share=0.229
export IMPL_drt_iter0_drc=31
export IMPL_rr_worst_depth=3
export IMPL_synthAdderAreaFrac=0
export IMPL_ys_cells=30
export IMPL_ys_area_um2=263
export IMPL_seq_power_share=0.324
export IMPL_place_inst=83
export IMPL_area_leaders="dfxtp_1 23%, buf_4 8.6%, nor2b_1 7.1%, o211ai_2 4.8%, buf_6 4.3%"
export IMPL_ant_nets=0
export IMPL_postCtsSetupBuffers=0
export IMPL_netlist_instances=30
export IMPL_reg2reg_from="jkb.q"
export IMPL_dieArea_um2=6400
export IMPL_synth_cell_type_count=24
export IMPL_core_area_um2=3420
export IMPL_crit_cells=1
export IMPL_synth_edff_count=0
export IMPL_power_share_clock=0.434
export IMPL_placed_area_um2=397
export IMPL_final_max_slew_viol_count=0
export IMPL_p_leak_nw=0.137
export IMPL_status="complete, no violations"
export IMPL_cpMaxStageDelayCell="clkdlybuf4s50_1"
export IMPL_warnings=25
export IMPL_power_density_nw_per_um2=720
export IMPL_ys_sh_xor=0
export IMPL_cts_buffers=3
export IMPL_ff_type="dfxtp_1"
export IMPL_combPwrFrac=0.242
export IMPL_clk_insertion_delay_late_ns=0.23
export IMPL_grt_pass1_wl_um=1340
export IMPL_hold_class="flip-flop to flip-flop"
export IMPL_p_int_uw=228
export IMPL_top_area_cell="dfxtp_1"
export IMPL_post_place_ws_ns=-0.0914
export IMPL_path_cells="clkdlybuf4s50_1"
export IMPL_routedWlPerCell_um=9.21
==> layer usage <==
layer	part of all wire	wire, um	up-vias	GRT usage
met5	0	0	-	0
met4	0	0	0	0.00176
met3	0.16	125	0	0.0205
met2	0.37	297	10	0.0313
met1	0.47	378	114	0.0358
li1	-	-	136	-
==> layout make-up <==
cell class | instances | area (um2) | share of cell area
multi-input cells | 21 | 160 | 0.378
flip-flops and latches | 3 | 61.3 | 0.145
inverters | 1 | 3.75 | 0.00885
clock buffers | 4 | 26.3 | 0.0619
well taps | 46 | 57.6 | 0.136
repair buffers | 12 | 115 | 0.271
==> power by group through the flow <==
stage	Clock [mW]	Sequential, mW	Combinational [mW]
4_1_cts	0.138	0.0977	0.0745
5_1_grt	0.151	0.101	0.0816
6_report	0.133	0.0989	0.0739
==> worst min path at each step <==
stage	startpoint	endpoint	slack (ns)	cells after the start
after CTS	jkc.q	jka.q	0.63	2
after global routing	jkc.q	jka.q	0.61	2
final	jkc.q	jka.q	0.57	2
==> stage by stage <==
step | power (mW) | hold slack, ns | TNS (ns)
2_1_floorplan | 0.140 | 0.389 | 0
3_3_place_gp | 0.171 | 0.617 | -0.0741
3_5_place_dp | 0.173 | 0.624 | -0.0963
4_1_cts | 0.310 | 0.628 | 0
5_1_grt | 0.333 | 0.611 | 0
6_report | 0.305 | 0.574 | 0
==> registers in the layout, indices dropped and copies added, names as in the netlist <==
signal	cells
jkb.q	1
jkc.q	1
jka.q	1
==> what timing repair did <==
| action | in CTS | in global routing |
|---|---|---|
| resized | 0 | 1 |
| hold endpoints to repair | 0 | 0 |
| endpoints found under the setup margin | 0 | 1 |
| hold buffers | 0 | 0 |
==> layout by cell type, fill, tap and decap left out <==
| master | instances |
|---|---|
| dfxtp_1 | 2 |
| nand4_1 | 1 |
| or3b_1 | 1 |
| or3_1 | 1 |
| clkdlybuf4s50_1 | 10 |
| or4b_1 | 1 |
| nor4b_1 | 1 |
| a21oi_1 | 1 |
| buf_4 | 2 |
| inv_1 | 1 |
| o22ai_1 | 1 |
| nand3b_1 | 1 |
| a21bo_2 | 1 |
| a21boi_0 | 1 |
| dfxtp_2 | 1 |
| nor2_1 | 1 |
| nor2b_1 | 3 |
| a221oi_1 | 1 |
| a2bb2oi_1 | 1 |
| clkbuf_1 | 1 |
| a2111oi_0 | 1 |
| a311oi_1 | 1 |
| nor3b_1 | 1 |
| a31oi_1 | 1 |
| clkbuf_4 | 3 |
| o211ai_2 | 1 |
==> cells by family after synthesis <==
group	count (synthesis)
AND/OR/NAND/NOR	11
flip-flops	3
buffers and inverters	6
AND-OR/OR-AND	10
Power figures rest on the tool's default switching activity, not on a simulated workload.
