## ./design.v

```verilog
`timescale 1ns / 1ps
module ALU(
    input [7:0] default_speed,
    input [7:0] current_speed,
    input [1:0] mode,
    output [7:0] result,
    output G,
    output Eq,
    output L
    );
	wire not_mode1,w0,w1;
	not n0(not_mode1,mode[1]);
	and a0(w0,mode[0],not_mode1);			 
	eight_bit_comparator c0(default_speed, current_speed,
									w0, G, Eq, L);
	eight_bit_adder_substractor as0(default_speed, 5, mode[0],
											  mode[1], result, w1);
endmodule
`timescale 1ns / 1ps
module comparator(
    input a,
    input b,
	 input enable,
    output G,
    output Eq,
    output L
    );
	wire nota,notb,w0,w1,w2;
	not n0(nota,a), 
		 n1(notb,b);
	and a0(w0,a,notb),
				a1(w1,nota,b),
				a2(G,w0,enable),
				a3(Eq,w2,enable),
				a4(L,w1,enable);
	xnor x0(w2,a,b);
endmodule
`timescale 1ns / 1ps
module eight_bit_adder_substractor(
    input [7:0] a,
    input [7:0] b,
    input sel,
	 input enable,
    output [7:0] s,
    output cout
    );
	wire [1:7] c;
	wire [7:0] w;
	full_adder_substractor g0(a[0],b[0],sel,sel,w[0],c[1]),
								  g1(a[1],b[1],c[1],sel,w[1],c[2]),
								  g2(a[2],b[2],c[2],sel,w[2],c[3]),
								  g3(a[3],b[3],c[3],sel,w[3],c[4]),
								  g4(a[4],b[4],c[4],sel,w[4],c[5]),
								  g5(a[5],b[5],c[5],sel,w[5],c[6]),
								  g6(a[6],b[6],c[6],sel,w[6],c[7]),
								  g7(a[7],b[7],c[7],sel,w[7],cout);
	and a7(s[7],w[7],enable),
		 a6(s[6],w[6],enable),
		 a5(s[5],w[5],enable),
		 a4(s[4],w[4],enable),
		 a3(s[3],w[3],enable),
		 a2(s[2],w[2],enable),
		 a1(s[1],w[1],enable),
		 a0(s[0],w[0],enable);
endmodule
`timescale 1ns / 1ps
module eight_bit_comparator(
    input [7:0] a,
    input [7:0] b,
	 input enable,
    output G,
    output Eq,
    output L
    );
	wire g[1:7],e[1:7],l[1:7];
	one_bit_comparator c7(a[7],b[7], 0 ,enable, 0 ,g[7],e[7],l[7]),
							 c6(a[6],b[6],g[7],e[7],l[7],g[6],e[6],l[6]),
							 c5(a[5],b[5],g[6],e[6],l[6],g[5],e[5],l[5]),
							 c4(a[4],b[4],g[5],e[5],l[5],g[4],e[4],l[4]),
							 c3(a[3],b[3],g[4],e[4],l[4],g[3],e[3],l[3]),
							 c2(a[2],b[2],g[3],e[3],l[3],g[2],e[2],l[2]),
							 c1(a[1],b[1],g[2],e[2],l[2],g[1],e[1],l[1]),
							 c0(a[0],b[0],g[1],e[1],l[1], L  , Eq , G  );
endmodule
`timescale 1ns / 1ps
module full_adder(
    input a,
    input b,
    input cin,
    output sum,
    output cout
    );
	wire w0,w1,w2;
	half_adder h0(a,b,w0,w1),
				  h1(w0,cin,sum,w2);
	or #(5) o0(cout,w2,w1);
endmodule
`timescale 1ns / 1ps
module full_adder_substractor(
    input a,
    input b,
    input cin,
    input sel,
    output sum,
    output cout
    );
	wire w0;
	xor #(10) x0(w0,b,sel);
	full_adder g0(a,w0,cin,sum,cout);
endmodule
`timescale 1ns / 1ps
module half_adder(
    input a,
    input b,
    output sum,
    output cout
    );
	xor #(10) g0(sum,a,b);
	and #(5) g1(cout,a,b);
endmodule
`timescale 1ns / 1ps
module one_bit_comparator(
    input a,
    input b,
    input in_g,
    input in_eq,
    input in_l,
    output G,
    output Eq,
    output L
    );
	wire w0,w1,w2;
	comparator c0(a,b,in_eq,w0,Eq,w2);
	or o0(G,w0,in_g);
	or o1(L,w2,in_l);
endmodule
```

## ./run.sh

```bash
#!/bin/bash
# OpenROAD 26Q1-2900-gdf79404cd8, Yosys 0.63+post, stock flow scripts
make -C /OpenROAD-flow-scripts/flow DESIGN_CONFIG=/design/flow/config.mk WORK_HOME=/design/flow/orfs finish
```

## ./config.mk

```make
export PLATFORM = sky130hd
export DESIGN_NAME = ALU
export DESIGN_NICKNAME = ALU
export VERILOG_FILES = /design/flow/design.v
export SDC_FILE = /design/flow/constraint.sdc
export NUM_CORES = 4
export LEC_CHECK = 1
export CORE_AREA = 10 10 78 78
export DIE_AREA = 0 0 88 88
```

## ./constraint.sdc

```tcl
current_design ALU

set clk_period 8.3
set clk_io_pct 0.2

create_clock -name clk0 -period $clk_period

set non_clock_inputs [all_inputs -no_clocks]
set_input_delay [expr $clk_period * $clk_io_pct] -clock clk0 $non_clock_inputs
set_output_delay [expr $clk_period * $clk_io_pct] -clock clk0 [all_outputs]
```

==> summary.rpt <==
FLOW METRICS REPORT
----------------------------------------------------
[Setup path]
  Required time of the critical path ........................ 6.64 ns
  Kind of critical path ........................ primary input to primary output
  Startpoint kind of the worst setup timing path ........................ primary input
  Highest net fanout along the worst path ........................ 7
  Critical path endpoint category ........................ primary output
  Worst path arrival time ........................ 5.23 ns

[Clock tree]
  Hold-fix buffer count after cts ........................ 0
  Number of gates resized after cts ........................ 0
  Post-CTS setup buffer count ........................ 0

[Timing]
  Number of failing hold endpoints at the final stage ........................ 0
  Final number of max-transition violations ........................ 0
  Fin crit period ........................ 6.89 ns
  Worst slew pin tran ........................ 0.349 ns
  Max_slew headroom ........................ 0.767
  Unrepaired setup endpoints after global routing ........................ no
  Setup-failing EPs final ........................ 0
  Fmax ........................ 145 MHz
  TNS Setup ........................ 0 ns
  Portion of the clock cycle consumed by the worst path in the final layout ........................ 0.831
  Crit path setup slack, layout ........................ 1.41 ns

[Route]
  Number of antenna repair diodes ........................ 0
  DRC violation count after routing ........................ 0
  Vias/cell ........................ 3.58
  Vias after detailed routing ........................ 541
  Violation count after the first detailed-routing iteration ........................ 10
  Wirelength per Cell ........................ 10.5 um
  Routed WL ........................ 1.59 mm
  TritonRoute pass-1 iters ........................ 2
  Post-route antenna net violation count ........................ 0

[Final layout]
  FILL cells ........................ 501
  Clock buffers ........................ 0
  Top Layout Cells ........................ clkdlybuf4s50_1, inv_1, ha_1, a21o_1, fa_1
  Total area of sequential cells ........................ 0 um^2
  Flop Count ........................ 0
  Fraction of final layout cells sized beyond drive strength 1 ........................ 0.0202
  Comb gate area ........................ 537 um^2
  Growth of design area from synthesis to finish ........................ 58.8%
  Most numerous logic cell after layout ........................ clkdlybuf4s50_1

[Synth]
  Number of different library cells in the post-synthesis netlist ........................ 16
  Average instance area after synthesis ........................ 8.63 um^2
  Gate count after technology mapping ........................ 70
  # Cells Yosys ........................ 70
  Sequential cell area fraction in the yosys report ........................ 0
  Post-Synthesis Cell Area ........................ 604 um^2
  Number of synthesis warnings ........................ 2
  Post-synthesis chip area from yosys ........................ 604 um^2

[Placement]
  RePlAce Congestion ........................ 0.792
  Pre-CTS WS ........................ 1.37 ns
  Buffers added on ports ........................ 29
  Detailed placement HPWL ........................ 1.52 mm

[Global routing]
  Overall track demand over capacity in global routing ........................ 0.0416
  Number of antenna violations at the first check in global routing ........................ 0
  First-pass GRT wire length ........................ 2.63 mm
  Largest net degree at the start of global routing ........................ 10
  Total overflow reported by the global router ........................ 0
  Number of global-route vias before repair ........................ 548

[Floorplanning]
  Width of the die ........................ 88 um
  Num ports ........................ 29
  Standard cell core area ........................ 0.00441 mm^2
  Overall die area ........................ 0.00774 mm^2
  Vertical die dimension ........................ 88 um
  Cell Rows ........................ 24
  Core Util at FP ........................ 0.137

[Min path]
  Tightest Hold Check Type ........................ primary input to primary output
  Hold path depth ........................ 3
  End point of the worst hold path ........................ result[5]
  Hold path startpoint ........................ mode[1]

[Power]
  Pwr per Cell Area ........................ 47.8 mW/mm^2
  Largest vdd supply drop ........................ 9.41 uV
  Static leakage power ........................ 0.487 nW

[Flow run]
  Max-cap violations ........................ 0
  Tool warnings ........................ 41

[Outcome]
  Outcome ........................ complete, no violations

----------------------------------------------------
critical path, cell delays in order:
cell and delay [ns]:
clkdlybuf4s50_1 0.53, inv_1 0.33, fa_1 0.23, inv_1 0.05, fa_1 0.37, fa_1 0.38, fa_1 0.38, fa_1 0.38
xnor2_1 0.20, xnor2_1 0.13, and2_1 0.14, clkdlybuf4s50_1 0.46
power by group:
| part | total [mW] | switching [mW] | internal [mW] |
|---|---|---|---|
| Sequential | 0 | 0 | 0 |
| Clock | 0 | 0 | 0 |
| Combinational | 0.0458 | 0.0171 | 0.0287 |
| Total | 0.0458 | 0.0171 | 0.0287 |
synth_stat cells, drive strengths merged:
library cell	n	area, um^2
and3	1	6.26
xor2	1	8.76
a21oi	2	10.0
nor2	1	3.75
a21o	6	45.0
fa	6	120
nor2b	4	25.0
and2	4	25.0
ha	17	213
nand3	2	10.0
a221oi	2	17.5
xnor2	2	17.5
o22ai	2	12.5
nand2b	1	13.8
inv	18	67.6
or2	1	8.76
per-stage QoR:
step | instance area [um^2] | instances | hold slack, ns | util | total power, mW
2_1_floorplan | 604 | 70 | 3.38 | - | 0.0210
3_3_place_gp | 960 | 151 | 4.45 | 0.217 | 0.0471
3_5_place_dp | 960 | 151 | 4.46 | 0.217 | 0.0473
4_1_cts | 960 | 151 | 4.46 | 0.217 | 0.0476
5_1_grt | 960 | 151 | 4.50 | 0.217 | 0.0534
6_report | 960 | 151 | 4.43 | 0.217 | 0.0458
per-layer routing:
| metal | vias up | GRT usage | routed length, um |
|---|---|---|---|
| li1 | 279 | - | - |
| met1 | 245 | 0.0513 | 660 |
| met2 | 17 | 0.0661 | 677 |
| met3 | 0 | 0.0234 | 251 |
| met4 | 0 | 0 | 0 |
| met5 | - | 0 | 0 |
worst max-delay path by stage:
stage     cells after the start   endpoint     from
4_1_cts                      12  result[7]  mode[0]
5_1_grt                      12  result[7]  mode[0]
6_report                     12  result[7]  mode[0]
area by class of cell:
type	count	share of cell area
inverters	18	0.0704
well taps	52	0.0678
multi-input cells	52	0.559
repair buffers	29	0.302
logic make-up after synthesis:
group                      after synthesis  synth area share
AOI/OAI and AO/OA                       12             0.141
adders and majority gates               23             0.551
buffers and inverters                   18             0.112
and+or+nand+nor                         14             0.153
xor gates and xnor gates                 3            0.0435
Power and IR drop assume default switching activity.
